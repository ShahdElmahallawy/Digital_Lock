### flow/run.sh
#!/bin/bash
# OpenROAD 26Q1-2900-gdf79404cd8, Yosys 0.63+post, stock flow scripts
make -C /OpenROAD-flow-scripts/flow DESIGN_CONFIG=/design/flow/config.mk WORK_HOME=/design/flow/orfs finish
### flow/constraint.sdc
current_design fsm

set clk_period 1.0
set clk_io_pct 0.2

create_clock -name clk0 -period $clk_period [get_ports {clk}]

set non_clock_inputs [all_inputs -no_clocks]
set_input_delay [expr $clk_period * $clk_io_pct] -clock clk0 $non_clock_inputs
set_output_delay [expr $clk_period * $clk_io_pct] -clock clk0 [all_outputs]
### flow/config.mk
export PLATFORM = sky130hd
export DESIGN_NAME = fsm
export DESIGN_NICKNAME = fsm
export VERILOG_FILES = /design/flow/design.v
export SDC_FILE = /design/flow/constraint.sdc
export NUM_CORES = 4
export LEC_CHECK = 1
export CORE_AREA = 10 10 70 70
export DIE_AREA = 0 0 80 80
### flow/design.v
module fsm(input clk, rst, x, output reg z);
reg [1:0] state, nextState;
parameter [1:0] A=2'b00, B=2'b01, C=2'b10;
always @(x or state) 
begin
 case (state)
 A:
 if(x) 
     begin
      nextState=B;
      z = 0;
     end
 else
     begin
      nextState=A;
      z=0;
     end
 B: 
    if(x) 
    begin
    nextState=B;
    z=0; 
    end
else
     begin 
     nextState=C;
     z=0;
     end
 C: 
 if(x)
     begin
     nextState=B;
     z=1;
     end
 else
     begin
      nextState=A;
      z=0;
     end
 endcase
 end
always@(posedge clk)
 begin
 if(!rst)
    state<=A;
 else
    state<=nextState;
end
endmodule
==> reports/results.txt <==
grt met1 use - 0.663%
final setup fails - 0
Initial Util - 3.70%
top cells, area - dlxtn_1, dfxtp_1, and2_1
core region area - 0.00342 sq mm
crit end category - register
top cells by count - dlxtn_1, and2_1, dfxtp_1
# H-tree levels - 1
Tot GR Track Use - 0.995%
CP endpoint - state[0]$_SDFF_PN0_
register area - 85.1 sq um
crit path DAT - 0.76 ns
Hold Crit Class - in -> reg
Die ar. - 0.00640 sq mm
fa+ha+maj area frac - 0%
initial antenna violation count - 0
layout cells sized above 1 - 31.3%
Final Power - 274 uW
die width - 80 um
Dominant combinational family - simple AND/OR/NAND/NOR gates
VDD IR-drop max - 139 uV
CP required - 1.12 ns
DRT Pass-1 Iters - 2
CTS root buf - clkbuf_4
tally of OpenROAD warnings - 25
ys async rst share - 0%
most area-hungry cell type in the Yosys netlist - dlxtn_1
Synth Warn # - 1
Max-Cap Viols - 0
status - completed
Die H - 80 um
fin. max-slew vios - 0
simple share - 32.7%
total CTS buffers - 3
vias - 87
Resized cells post-CTS - 0
Max Fclk - 1.56 GHz
placed cell area - 214 sq um
Std-Cell Rows - 21
drt wl/cell - 4.50 um
number of DRC markers in iteration 0 - 4
Synth flops - 5
IO Pins - 4
final hold viol count - 0
first-pass GRT wire length - 427 um
Synth Flop Type - dlxtn_1
GRT met3 Usage - 1.36%
Crit path depth - 2
pwr dens - 1160 mW/mm^2
largest net degree at the start of global routing - 4
clk slew on worst S/H paths - 0.03 ns
Tcrit/Tclk final - 64.2%
Final Wtd Congestion - 0.611
Slew HR - 91.5%
Routed Antenna Nets - 0
Mapped Area - 126 sq um
LEAKAGE - 0.0851 nW
TNS Setup - 0 ns
Cells after Synth - 10
IO buf count - 3
fin cells - 62
Remaining DRCs - 0
Complex Gates by Area - 0%
post-route cell area - 236 sq um
cts hold-fix bufs - 0
number of synthesized flops with an enable pin - 0
mux frac, synth - 0%
Total Wirelength - 279 um
cell family with the largest share of critical-path delay - buffers and inverters
Logic area - 41.3 sq um
Yosys top cell by instances - dlxtn_1
Yosys chip area - 126 sq um
Setup Fix Bufs, Post-CTS - 0
Buffers & Inverters on Critical Path - 1
vias in the first global route - 101
Vias per Instance - 1.40
startpoint type of the worst setup path - primary input
global route total overflow - 0
worst hold path stage count - 2
area delta synth->final - 87.1%
placed cells - 59
diode count - 0
Max-area cell share - 35.6%
worst-path cell chain - clkdlybuf4s50_1, and2_1
average size of a mapped cell - 12.6 sq um
endpoints left unconstrained - 4
number of cells in Yosys stat - 10
RSZ-0062 raised after global routing - no
crit path max-delay cell type - clkdlybuf4s50_1
XOR-XNOR Cells, Area Fraction - 0%
met2 Usage GRT - 1.28%
distinct cell type count after synthesis - 6
Worst Setup SP - rst
register pins left without a clock - 3
clk buf depth - 2
max incr delay on CP - 0.41 ns
crit path max fanout - 2
grt peak-use layer - met3
Hold WS - 0.568 ns
Worst Path Class, Setup - in -> reg
fillers - 403
Final min period - 0.642 ns
CTS tree - done
Worst-Margin Slew - 0.127 ns
==> area by class of cell <==
type | count | share of cell area (%)
Sequential cell | 5 | 36.0
Clock buffer | 3 | 9.52
Timing Repair Buffer | 3 | 12.7
Tap cell | 46 | 24.3
Multi-Input combinational cell | 5 | 17.5
==> power by group <==
| part | switching, mW | leakage, nW | internal, mW |
|---|---|---|---|
| combinational | 0.00317 | 0.0313 | 0.00890 |
| clock | 0.0461 | 0.0138 | 0.132 |
| sequential | 0.000731 | 0.0400 | 0.0829 |
==> layout by cell type (no fill, tap or decap) <==
cell type,synthesis,layout
nor3b_2,1,1
clkbuf_4,0,3
dlxtn_1,3,3
dfxtp_1,2,2
and3b_1,1,1
and2_2,1,1
and2_1,2,2
clkdlybuf4s50_1,0,3
==> per-layer routing <==
layer / routed length (um) / up-vias
li1: - / 44
met1: 98 / 39
met2: 135 / 2
met3: 40 / 2
met4: 5 / 0
met5: 0 / -
==> kinds of logic (layout without fill, tap and decap cells) <==
group | after synthesis | after routing
AND/OR/NAND/NOR | 5 | 5
buffers and inverters | 0 | 6
flip-flops | 2 | 2
latches | 3 | 3
==> flip-flops by register name, summed over array words and instances (netlist names) <==
register   count
nextState      2
state          2
z              1
==> through the flow <==
| stage | setup WS [ns] | utilization (%) |
|---|---|---|
| 2_1_floorplan | 0.560 | - |
| 3_3_place_gp | 0.114 | 6.26 |
| 3_5_place_dp | 0.119 | 6.26 |
| 4_1_cts | 0.365 | 6.92 |
| 5_1_grt | 0.331 | 6.92 |
| 6_report | 0.358 | 6.92 |
==> how the worst min path moves through the flow <==
stage / from / endpoint
after CTS: rst / state[1]$_SDFF_PN0_
after global routing: rst / state[1]$_SDFF_PN0_
final: rst / state[1]$_SDFF_PN0_
Power is estimated from default activity; no workload was simulated.
