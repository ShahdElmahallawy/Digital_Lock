==> flow/design.v <==
module risingedge(input clk, rst, level, output z);
reg [1:0] state, nextstate;
parameter [1:0] zero = 2'b00, edg = 2'b01, one = 2'b10;
always@(level or state)
begin
case(state)
zero : 
if(level)
 nextstate=edg;
else 
nextstate=zero;
edg : 
begin
if(level) 
nextstate=one;
else
 nextstate=zero;
end
one : 
if(level)
nextstate=one;
else
 nextstate=zero;
endcase
end
always @(posedge clk)
begin
if(rst)
state<=zero;
else
state<=nextstate;
end
assign z= (state==edg);
endmodule
module debouncer(input clk, inp, output out);
reg Qmeta, Qsynch, Q1, Q2, Q3;
always@ (posedge clk)
 begin 
Qmeta<= inp;
Qsynch <= Qmeta;
 Q1<= Qsynch;
 Q2 <= Q1;
 Q3<= Q2; 
 end
assign out = Q1& Q2& Q3; 
endmodule
module digital_lock(input A, B, C, D, rst, clk, output [6:0]out);
wire a1,  b1, c1, d1;
wire a2, b2, c2, d2;
reg [2:0] state, nextState;
parameter [2:0] s0= 3'b000
, s1= 3'b001
, s2= 3'b010
, s3= 3'b011
, s4= 3'b100;
debouncer debouncer1 (clk,A, a1);
debouncer debouncer2 (clk,B, b1);
debouncer debouncer3 (clk,C, c1);
debouncer debouncer4 (clk,D, d1);
risingedge rsingedge1 (clk, rst, a1, a2);
risingedge rsingedge2 (clk, rst,  b1, b2);
risingedge rsingedge3 (clk, rst, c1, c2);
risingedge rsingedge4 (clk, rst, d1, d2);
always @(state or a2 or b2 or c2 or d2) 
begin
 case (state)
 s0:
 if(a2) 
     begin
      nextState=s1;
     end
else if (!a2 && !b2 && !c2 && !d2)
    begin 
    nextState=s0;
    end
 else
     begin
      nextState=s0;
     end
 s1: 
if(b2) 
    begin
    nextState=s2;
    end
else if(a2)
    begin
    nextState=s1;
    end
else if (!a2 && !b2)
    begin
    nextState=s0;
    end
else if(!a2 && !b2 && !c2 && !d2)
     begin 
     nextState=s1;
     end
 s2: 
if(c2)
     begin
     nextState=s3;
     end
else if (a2)
    begin
    nextState=s1;
    end
else if (!a2 && !c2)
        begin
        nextState=s0;
        end  
 else if (!a2 && !b2 && !c2 && !d2)
     begin
      nextState=s2;
     end
 s3: 
    if(d2)
         begin
         nextState=s4;
         end
    else if (a2)
        begin
        nextState=s1;
        end
    else if (!a2 && !d2)
            begin
            nextState=s0;
            end  
     else if (!a2 && !b2 && !c2 && !d2)
         begin
          nextState=s3;
         end
 s4:
 begin 
 nextState<= state;
 end
 endcase
 end
always@(posedge clk)
begin
 if(rst)
    state<=s0;
 else
    state<=nextState;
end
segment seg(state, out);
endmodule
`timescale 1ns / 1ps
module segment(input [2:0] state ,output reg [6:0] segout);
always @(state)
    begin
case(state)
  3'b100: segout= 7'b1000_001;
  default: segout= 7'b1110_001;
   endcase
   end
endmodule
==> flow/run.sh <==
#!/bin/bash
# OpenROAD 26Q1-2900-gdf79404cd8, Yosys 0.63+post, stock flow scripts
make -C /OpenROAD-flow-scripts/flow DESIGN_CONFIG=/design/flow/config.mk WORK_HOME=/design/flow/orfs finish
==> flow/config.mk <==
export PLATFORM = sky130hd
export DESIGN_NAME = digital_lock
export DESIGN_NICKNAME = digital_lock
export VERILOG_FILES = /design/flow/design.v
export SDC_FILE = /design/flow/constraint.sdc
export NUM_CORES = 4
export LEC_CHECK = 1
export CORE_UTILIZATION = 30
==> flow/constraint.sdc <==
current_design digital_lock

set clk_period 1.1
set clk_io_pct 0.2

create_clock -name clk0 -period $clk_period [get_ports {clk}]

set non_clock_inputs [all_inputs -no_clocks]
set_input_delay [expr $clk_period * $clk_io_pct] -clock clk0 $non_clock_inputs
set_output_delay [expr $clk_period * $clk_io_pct] -clock clk0 [all_outputs]
==> results.txt <==
Purpose: to document the outcome of synthesis and place and route.

Status
The flow ran to the end, but the final reports show violations. The final reports fail on setup timing.

GRT
The first-pass GRT wire length is 2680 microns. Per the GRT log, the top usage layer is met2. The met3 global-route usage is 3.52%. The number of antenna violations at the first check in global routing came to 0.

On met2, the global router reports a usage of 13.0%. Entering global routing, the biggest net connects 12 pins. The via count of the first global-routing pass came to 662. Per the GRT congestion report, total overflow comes to 0. Global routing consumed, over all layers together, 8.40% of the routing resources.

Routing resource usage on met1 recorded by global route was 11.2%.

Logic synthesis
The synthesis warning total is 4. The flop and latch count out of synthesis is 42. The number of cells in Yosys stat is 107.

The count of unique library cells instantiated by Yosys is 21. The share of the synthesized area in the top cell type is 51.1%. For this run, the chip area from Yosys synthesis comes to 0.00121 sq mm. The synthesized area per cell is 11.3 sq um.

Synthesis produced a netlist whose cell count is 107. The mapped netlist covers 0.00121 sq mm. The synthesis report lists the most area-consuming cells as sky130_fd_sc_hd__dfxtp_1 (51%), sky130_fd_sc_hd__dlxtn_1 (14%), sky130_fd_sc_hd__ha_1 (9.3%). The largest area contributor in the synthesized netlist is sky130_fd_sc_hd__dfxtp_1.

Detailed routing
Dividing the detail-routed wire length by the instance count gives 8.61 microns. The iteration count recorded for the first detailed-route pass is 2. For this run, the script counts the antenna cells in the layout as 0. In this run the remaining antenna-violating nets after routing total 0. The total number of vias is 664.

In this run, the number of DRC markers left after iteration 0 of detailed routing was 15. The total wirelength of the detailed-routed design is 1500 microns. After detailed routing, the number of remaining DRC violations is 0. Dividing the detail-routed via count by the number of cells gives 3.82.

Floorplan
The region available for standard cell placement spans 0.00377 sq mm. The die outline width is 65.6 microns. The number of top-level pins is 13. After floorplanning, the die was sized to cover 0.00430 sq mm. The number of standard-cell rows in the floorplan is 22. The vertical die dimension is 65.6 microns.

Once the floorplan was initialized, standard cells occupied 32.2% of the core.

Run
The count of warning messages emitted by the tools is 32. The report counts max-capacitance violations totalling 0.

Power
The internal portion of total power is 1.76 mW. The sequential share of power is 53.7%. The power share of the combinational group is 1.9%. Net switching is 19.7% of the power. The analysis reports a worst IR drop on VDD of 0.823 mV. The switching component of the power is 431 uW. The clock group share of total power is 44.4%. The leakage power is 0.695 nW. The total power is 2.19 mW. The power density over the cells is 1480 mW/mm^2.

STA
The timer found 11 register pins that no clock reaches; their paths are not timed. The final layout reports a setup TNS of -0.528 ns. The shortest clock period the worst path allows after layout is 1.42 ns. Clock skew on the completed layout was measured at 0.00228 ns.

The critical path in the final layout is reported with a setup slack of -0.316 ns. The number of unconstrained endpoints is 11. For this run, the final setup violation count is recorded as 2. Static timing analysis puts the maximum clock frequency at 706 MHz. Setup repair after global routing could not meet its margin everywhere.

The final number of hold-violating endpoints is 0. Of the available clock period, the critical path in the final layout requires 129%. Final hold analysis gives a worst-case slack of 0.327 ns. The final timing report lists a max-slew violation count of 0.

Critical path
Listed in order, past its start point the critical path passes or3b_4, buf_6, buf_2. On the critical path the largest part of the delay comes from simple AND/OR/NAND/NOR gates. The data required time of the critical path is 0.88 ns.

The worst setup path is captured at a primary output. The top fanout value on the critical path is 2. The library cell contributing the largest single delay on the critical path is sky130_fd_sc_hd__or3b_4. The critical path class is reg2out. The worst setup path is launched from a flop. The worst path arrival time is 1.20 ns.

The timing report gives the biggest stage delay along the critical path as 0.39 ns. The number of buffers and inverters on the critical path is 2.

Finish
The post-synthesis to final-layout area growth is 22.0%. Leaving out fill and tap cells, the most frequent cell in the layout is sky130_fd_sc_hd__dfxtp_1. The tally of non-filler cells in the final layout is 174. After routing the design area is 0.00148 sq mm. The layout summary lists the proportion of cells stronger than drive strength 1 as 18.3%. The final core utilization is 39.3%.

The largest registers in the layout are nextState (3), state (3). By instance count after routing, the leading logic cell types are sky130_fd_sc_hd__dfxtp_1 (28), sky130_fd_sc_hd__nor2b_1 (12), sky130_fd_sc_hd__dlxtn_1 (11).

Place
In this run the tool buffered the top-level ports with 7 buffer cells. The placement stage leaves a total instance area of 0.00136 sq mm. Per the placement report, the placed cell count is 163.

The placement-stage worst setup slack is -0.210 ns. The final RePlAce weighted congestion is 0.766. Note, the detailed placer reported a final HPWL of 1000 microns.

Clock tree
CTS placed an instance of sky130_fd_sc_hd__clkbuf_8 at the clock tree root. The buffer levels on the longest clock path is 2. The clock tree synthesis step divided the H-tree into 2 levels. On the worst setup and hold paths after CTS, the clock-pin slew comes to 0.06 ns.

In this run, post-CTS hold repair placed 0 buffers. The clock tree from TritonCTS is yes. The number of buffers inserted during clock tree synthesis is 5. The clock latency on the worst-skew pair is 0.27 ns.

Min path
The path class of the lowest-slack min-delay path is reg2reg.
-- final cells by class --
cell class | count | area [sq um]
Fill cell | 332 | 2290
Sequential cell | 42 | 790
Multi-Input combinational cell | 53 | 360
Timing Repair Buffer | 15 | 136
Clock buffer | 7 | 96.3
Tap cell | 48 | 60.1
Inverter | 8 | 30.0
Clock inverter | 1 | 7.51
-- cell usage after synthesis, drive strengths merged --
master   number
ha            9
a21oi         1
dfxtp        31
clkbuf        1
or3b          1
or2           1
nor4bb        1
a2bb2oi       1
nand3         4
buf           6
and2b         1
dlxtn        11
nor2          9
nand4b        1
conb          2
inv           8
o21a          1
o32ai         1
nor2b        12
nand2         3
nor3b         2
-- routing by layer --
| layer | part of all wire, % | vias up |
|---|---|---|
| li1 | - | 359 |
| met1 | 52 | 287 |
| met2 | 40 | 14 |
| met3 | 6.1 | 4 |
| met4 | 1.3 | 0 |
| met5 | 0 | - |
-- final timing paths --
| check | startpoint | to | slack, ns | depth (start not counted) |
|---|---|---|---|---|
| worst min-delay path | debouncer2.Qsynch | debouncer2.Q1 | 0.33 | 0 |
| worst max register to register | debouncer3.Q1 | debouncer3.Q2 | 0.69 | 0 |
| worst min register to register | debouncer2.Qsynch | debouncer2.Q1 | 0.33 | 0 |
| worst max-delay path | state[1] | out[4] | -0.32 | 3 |
-- power groups by stage --
stage     clock network (mW)  registers (mW)  logic, mW
5_1_grt                 1.09            1.18     0.0485
6_report               0.972            1.18     0.0425
4_1_cts                 1.01            1.18     0.0437
-- cell families after synthesis --
group / share of synthesized area, %
buffers and inverters: 6.49
other: 0.619
latches: 13.6
AOI/OAI and AO/OA: 2.47
DFF: 51.1
and+or+nand+nor: 16.4
adders and majority gates: 9.28
-- what timing repair did --
action | CTS | global route
buffers inserted | 2 | 1
pin swaps | 1 | 1
endpoints found under the setup margin | 2 | 2
resized | 9 | 0
Power and IR drop assume default switching activity.
